==> /design/flow/design.v <==
module pwm (
    input wire          clk,
    input wire          rst,
    input wire  [7:0]   threshold,
    output wire         dout
);
reg [7:0] pulse = 8'd0;
parameter STATE_HIGH = 1'b1;
parameter STATE_LOW = 1'b0;
reg state = STATE_HIGH;
assign dout = state;
always @(posedge clk) begin
    if (rst) begin
        pulse <= 8'd0;
        state <= STATE_HIGH;
    end
    else
    begin
        pulse <= pulse + 1'b1;
        state <= state;
        case(state)
            STATE_HIGH:
            begin
                if(pulse == threshold)
                begin
                    state <= STATE_LOW;
                end
            end
            STATE_LOW:
            begin
                if(pulse == 8'hff)
                begin
                    state <= STATE_HIGH;
                end
            end
        endcase
    end
end
endmodule
==> /design/flow/run.sh <==
#!/bin/bash
# OpenROAD 26Q1-2900-gdf79404cd8, Yosys 0.63+post, stock flow scripts
make -C /OpenROAD-flow-scripts/flow DESIGN_CONFIG=/design/flow/config.mk WORK_HOME=/design/flow/orfs finish
==> /design/flow/config.mk <==
export PLATFORM = sky130hd
export DESIGN_NAME = pwm
export DESIGN_NICKNAME = pwm
export VERILOG_FILES = /design/flow/design.v
export SDC_FILE = /design/flow/constraint.sdc
export NUM_CORES = 4
export LEC_CHECK = 1
export CORE_AREA = 10 10 74 74
export DIE_AREA = 0 0 84 84
==> /design/flow/constraint.sdc <==
current_design pwm

set clk_period 2.7
set clk_io_pct 0.2

create_clock -name clk0 -period $clk_period [get_ports {clk}]

set non_clock_inputs [all_inputs -no_clocks]
set_input_delay [expr $clk_period * $clk_io_pct] -clock clk0 $non_clock_inputs
set_output_delay [expr $clk_period * $clk_io_pct] -clock clk0 [all_outputs]
==> run_results.csv <==
group,metric,value,unit
outcome,status,"finished clean",
sta,final_max_slew_viol_count,0,
worst_setup_path,cp_top_family,"buffers and inverters",
finish,instances_no_fill,109,
grt,track_usage,2.87,%
placement,hpwl,798,um
worst_setup_path,crit_slowest_cell,"clkdlybuf4s50_1",
sta,fmax,628,MHz
synthesis,yosysChipArea,437,um2
power_and_ir_drop,powerDensity,512,nW/um2
route,drt-total-wl,993,um
worst_setup_path,worstSetupPathType,"register to output pin",
clocking,clock_sinks,9,
clocking,cts_resized,0,
synthesis,avgSynthCellArea,9.49,um2
synthesis,ys_seq_share,41.3,%
worst_setup_path,crit_buf_inv,1,
clocking,clkTransAtPathRegs,40,ps
placement,place.gp.congestion,0.625,
worst_setup_path,crit_chain,"clkdlybuf4s50_1",
route,viasPerCell,3.15,
sta,tightest_slew,352,ps
grt,antenna_found_initial,0,
synthesis,netlist_instances,46,
power_and_ir_drop,cellLeakagePower,0.216,nW
grt,grt_pass1_wl,1660,um
finish,syn_to_final_growth,46.7,%
synthesis,synth_cell_types,16,
clocking,clk_latency,230,ps
synthesis,netlist_area,437,um2
sta,period_needed,1590,ps
hold_path,hold_path.class,"register to register",
synthesis,yosys-stat-cells,46,
grt,grt_max_degree,10,
worst_setup_path,reg2reg_to,"pulse[7]$_SDFF_PP0_",
clocking,cts.htree.levels,1,
clocking,cts_hold_buf,0,
finish,stdcell_area,641,um2
worst_setup_path,cp-start-kind,"register",
floorplanning,chip_area,7060,um2
sta,setup_violations,0,
worst_setup_path,cp.depth,1,
route,first_pass_iters,2,
finish,most-common-layout-cells,"clkdlybuf4s50_1, xnor2_1, dfxtp_1",
sta,fin_setup_tns,0,ps
finish,nFillCells,442,
worst_setup_path,crit_path_end_kind,"output pin",
worst_setup_path,worst_ep_required_time,2160,ps
placement,dpl_cell_area,596,um2
worst_setup_path,endpoint,"dout",
floorplanning,num_rows,23,
placement,io_buffers,10,
run,warnings,25,
synthesis,ys_warn_count,1,
sta,final.period_utilization,59.0,%
power_and_ir_drop,p_total,0.328,mW
worst_setup_path,reg2reg_depth,4,
worst_setup_path,rrSetupSlack,1580,ps
clocking,cts_tree,"done",
worst_setup_path,cp_max_fo,3,
finish,drive_above_1_share,10.2,%
sta,rsz0062_at_grt,"no",
placement,placed_cells,105,
worst_setup_path,rr_startpoint,"pulse[2]$_SDFF_PP0_",
floorplanning,io_pins,11,
synthesis,ys.flops,9,
route,drtIter0Drc,12,
floorplanning,fp.dieH,84,um
sta,finalHoldViolations,0,
route,final_antenna_net_count,0,
clocking,clock_path_buffers,2,
grt,grt_overflow,0,
clocking,post-cts-setup-buffers,0,
sta,max-slew-margin-rel,76.4,%
route,num_vias,343,
worst_setup_path,cp-startpoint,"state$_SDFF_PP1_",
worst_setup_path,crit_arrival,1050,ps
power_and_ir_drop,ir_drop,0.000108,V
worst_setup_path,max_stage_delay,480,ps
grt,grt_pass1_vias,365,
floorplanning,initial_core_util,11.0,%
route,drc,0,
sta,clock_skew,3.27,ps
floorplanning,core,3970,um2
finish,lay_top_count,"clkdlybuf4s50_1",
clocking,cts_buffers,3,
finish,fin_util,16.1,%
run,cap_violations,0,
floorplanning,die_w,84,um
route,wire_per_inst,9.11,um
route,n_antenna_cell,0,
clocking,cts-root-buf,"clkbuf_8",
-- power breakdown --
group	internal (mW)	total (mW)	switching, mW	leakage, nW
combinational	0.0218	0.0320	0.0101	0.121
sequential	0.137	0.144	0.00694	0.0732
clock	0.103	0.152	0.0494	0.0228
-- final cells by class --
class	count	area (um2)	area share, %
inverters	1	3.75	0.586
multi-input cells	35	249	38.9
well taps	50	62.6	9.77
clock buffers	4	45.0	7.03
flip-flops and latches	9	180	28.1
repair buffers	10	100	15.6
-- sequential cells by signal, indices dropped and copies added (netlist names) --
signal / flops
pulse: 8
state: 1
-- routing by layer --
layer  up-vias  GRT usage [%]  part of all wire (%)
met4         0           1.07                   1.6
met1       157           2.98                    44
met2         5           4.74                    47
li1        179              -                     -
met3         2           1.57                   6.7
met5         -              0                     0
-- cell usage after synthesis (all sizes together) --
master	count	area, um2
xnor2	9	78.8
xor2	5	43.8
nor2b	1	6.26
ha	1	12.5
and4	1	11.3
clkbuf	1	3.75
nand4	5	37.5
o211ai	1	7.51
and2	1	7.51
nor2	7	26.3
dfxtp	9	180
nand3	1	5.00
inv	1	3.75
o21ai	1	5.00
nand2	2	7.51
-- through the flow --
step           worst slack, ps  hold slack [ps]
4_1_cts                   1090              505
2_1_floorplan             1590              439
6_report                  1110              501
5_1_grt                   1030              553
3_5_place_dp              1030              498
3_3_place_gp              1020              492
-- how the worst min path moves through the flow --
stage	startpoint	to	slack, ps	cells past startpoint
after CTS	state$_SDFF_PP1_	state$_SDFF_PP1_	510	1
after global routing	state$_SDFF_PP1_	state$_SDFF_PP1_	550	1
final	state$_SDFF_PP1_	state$_SDFF_PP1_	500	1
-- cells by family after synthesis --
| logic type | count (synthesis) | share of synthesized area [%] |
|---|---|---|
| fa+ha+maj | 1 | 2.86 |
| xor+xnor | 14 | 28.1 |
| flops | 9 | 41.3 |
| compound gates | 2 | 2.86 |
| buf+inv | 2 | 1.72 |
| simple gates | 18 | 23.2 |
Power and IR drop assume default switching activity.
