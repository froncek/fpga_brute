`design/flow/run.sh`:
```
#!/bin/bash
# OpenROAD 26Q1-2900-gdf79404cd8, Yosys 0.63+post, stock flow scripts
make -C /OpenROAD-flow-scripts/flow DESIGN_CONFIG=/design/flow/config.mk WORK_HOME=/design/flow/orfs finish
```
`design/flow/config.mk`:
```
export PLATFORM = sky130hd
export DESIGN_NAME = tick_cnt
export DESIGN_NICKNAME = tick_cnt
export VERILOG_FILES = /design/flow/design.v
export SDC_FILE = /design/flow/constraint.sdc
export NUM_CORES = 4
export LEC_CHECK = 1
export CORE_UTILIZATION = 30
```
`design/flow/constraint.sdc`:
```
current_design tick_cnt

set clk_period 6.5
set clk_io_pct 0.2

create_clock -name clk0 -period $clk_period [get_ports {clk}]

set non_clock_inputs [all_inputs -no_clocks]
set_input_delay [expr $clk_period * $clk_io_pct] -clock clk0 $non_clock_inputs
set_output_delay [expr $clk_period * $clk_io_pct] -clock clk0 [all_outputs]
```
`design/flow/design.v`:
```
module tick_cnt(
    input wire clk,
    input wire rst,
    output reg [31:0] data_out
);
always @(posedge clk ) begin
    data_out <= data_out + 32'd1;
    if(rst) begin
        data_out <= 32'd0;
    end
end
endmodule  
```
==> deck_impl_summary.md <==
Physical Implementation Snapshot

Floorplanning
  • Chip Width: between 70 and 80 um
  • I/O pin count: 34
  • Die area: 5201 um2
  • CORE AREA: about 4700 um2
  • Row count: 25
  • Fp util: between 30 and 40%
  • Die Y: 72.12 um

Worst setup path
  • Startpoint Class: flop
  • Critical path arrival: about 1.2 ns
  • Crit-path cells: clkdlybuf4s50_1
  • Critical path fanouts, max: 6
  • Crit path max-delay family: buffers and inverters
  • Worst reg2reg path endpoint: data_out[21]
  • Slowest cell delay on critical path: a little over 0.5 ns
  • Setup Crit Path Kind: reg -> out
  • Setup crit end kind: output port
  • Critical Path Stages: 1
  • Slowest cell on crit path: clkdlybuf4s50_1
  • Worst Path Buf+Inv: 1
  • FF-to-FF Start: data_out[2]
  • CP required: 5.20 ns
  • Worst Setup SP: data_out[2]
  • Worst R2R Path Depth: 4
  • Setup slack, reg-to-reg: around 4.2 ns
  • Crit path to: data_out[2]

Final timing
  • Slew HR: 60.48%
  • Final worst path period share: 39.08%
  • Minimum clock period after layout: 2.540 ns
  • Final setup TNS: 0 ns
  • Worst Skew: 0.003772 ns
  • Fin. max-slew vios: 0
  • Max Fclk: 0.3937 GHz
  • Slew of the pin with the lowest slew margin: 0.5927 ns
  • Setup-failing EPs final: 0
  • Final Hold Vio Count: 0
  • RSZ-0062 raised after global routing: false

Synth
  • Ys cells: 168
  • Syn Std Cell Area: about 1500 um2
  • Cell with the most instances after synthesis: dfxtp_1
  • Ys async rst share: 0%
  • Post-Synth AOI/OAI Area: 13.40%
  • Post-Synth Adder-Cell Area: 0.8482%
  • Syn Inst Count: 168
  • Mapped Avg Cell Area: 8.781 um2
  • Top cells by area: dfxtp_1 43%, or4_1 6.1%, a21oi_1 5.8%, o31ai_1 5.6%, nor2_1 3.6%
  • XOR Share, Synth: approximately 5.3%
  • Post-synth seq share: 43.43%
  • Yosys cell types: 29
  • Flops after synth: 32
  • Simple Share, Synth: between 20 and 30%
  • Mux area share: 3.053%
  • YS chip area: 1475 um2
  • Logic family by area: simple AND/OR/NAND/NOR gates
  • Post-synth EDFFs: 0
  • Yosys warns: 1
  • Top FF cell, synth: dfxtp_1
  • Area leader, netlist: dfxtp_1
  • Top area contributor share: 43.43%
  • Top cells by count, synth: 32 x dfxtp_1, 17 x a21oi_1, 14 x nor2_1

Clock network
  • CTS tree: done
  • H-tree lvl count: 2
  • Clock Sinks: 32
  • # hold bufs at CTS: 0
  • CTS resizes: 0
  • Clock root buffer: clkbuf_8
  • Clock transition at path regs: 0.06 ns
  • Post-CTS Setup Repair Bufs: 0
  • Max clock buf depth: 2
  • TritonCTS buffer count: 5
  • Late-Pin Clk Latency: 0.28 ns

Status
  • Status: finished, final reports clean

Layout
  • Max reg flops: 32
  • Most flops, register: data_out
  • Final Cell Area: 1934 um2
  • Share of cells above drive strength 1: 6.468%
  • Final std cells w/o fill: 268
  • Area Growth Syn to Fin: 31.13%
  • Number of fillers in the final layout: 474
  • Largest regs: data_out: 32 flops

Pwr
  • VDD IR max: 0.09347 mV
  • LEAKAGE: roughly 0.00057 uW
  • Pint: 289.0 uW
  • Comb pwr share: 2.7%
  • Clock Power Share: 42.8%
  • Part of the power in registers: 54.4%
  • Sw Ratio: 21.24%
  • PwrDens: between 150 and 200 nW/um2
  • Sw Pwr: a little under 80 uW

Place
  • Placer Congestion: 0.7596
  • Port bufs: 33
  • Placed cell area: 1844 um2
  • Detailed placer's ending HPWL: 1.990 mm
  • DP Cell Count: 260

Drt
  • Post-DR vias/cell: 4.937
  • First-pass DRT Iterations: 4
  • Diode count: 0
  • Post-DRT Antenna Nets: 0
  • DRC violation count after routing: 0
  • WL/cell: 11.66 um
  • Drt first-iter violations: 62
  • Via count: 1323
  • Total Routed Length: between 3 and 4 mm

Global route
  • Vias in the first global route: about 1.2k
  • Global-route usage over all layers: 12.54%
  • First-pass GRT wire length: 5.257 mm
  • Grt ovf: 0
  • Largest net degree at the start of global routing: 37
  • Initial antenna violation count: 0

Hold path
  • Hold_sp: data_out[0]
  • Worst Hold Class: reg -> reg

Flow run
  • Number of OpenROAD warnings: 25
  • Max cap viols: 0
## metal layers
layer	up-vias	track usage, %	part of all wire [%]
met3	7	3.380	6.0
met1	603	19.79	50
li1	681	-	-
met4	0	2.397	1.7
met5	-	0	0
met2	32	17.65	42
## layout by cell type, fill, tap and decap left out, types with 6 or more instances in the layout
master,instances
a21oi_1,17
clkbuf_8,6
clkdlybuf4s50_1,33
dfxtp_1,32
nand2_1,11
nand3_1,8
nor2_1,14
o21ai_0,6
o31ai_1,11
or3_1,6
or4_1,12
## worst min-delay path by stage
| stage | slack [ns] | cells after the start | end |
|---|---|---|---|
| 4_1_cts | 0.49 | 1 | data_out[0] |
| 5_1_grt | 0.51 | 1 | data_out[0] |
| 6_report | 0.49 | 1 | data_out[0] |
## cells by family (layout without fill, tap and decap cells)
group                      after synthesis  in the layout
and+or+nand+nor                         74             74
xor gates and xnor gates                 9              9
buffers and inverters                   14             47
muxes                                    4              4
adders and majority gates                1              1
DFF                                     32             32
AOI/OAI and AO/OA                       34             34
## stage by stage
step	power (uW)	worst slack, ns	util [%]	hold slack (ns)
finish	366.9	3.960	40.95	0.4854
global route	380.9	3.872	40.95	0.5060
detailed placement	214.2	3.915	39.05	0.4747
global placement	214.4	3.911	39.05	0.4676
CTS	370.9	3.939	40.95	0.4862
floorplan	209.1	4.187	-	0.4299
## area by class of cell
cell class,count,area [um2],area share [%]
Multi-Input combinational cell,122,763.2,39.46
Sequential cell,32,640.6,33.12
Timing Repair Buffer,34,337.8,17.46
Clock buffer,8,90.09,4.657
Tap cell,67,83.83,4.334
Inverter,5,18.77,0.9702
## power by group through the flow
stage | logic (uW) | clock network (uW) | registers [uW]
final | 9.99 | 157 | 200
after global routing | 11.4 | 169 | 200
after CTS | 10.2 | 161 | 200
Power figures rest on the tool's default switching activity, not on a simulated workload.
